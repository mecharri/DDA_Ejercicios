$ cat flow/run.sh
#!/bin/bash
# OpenROAD 26Q1-2900-gdf79404cd8, Yosys 0.63+post, stock flow scripts
make -C /OpenROAD-flow-scripts/flow DESIGN_CONFIG=/design/flow/config.mk WORK_HOME=/design/flow/orfs finish
$ cat flow/config.mk
export PLATFORM = sky130hd
export DESIGN_NAME = firv2
export DESIGN_NICKNAME = firv2
export VERILOG_FILES = /design/flow/design.v
export SDC_FILE = /design/flow/constraint.sdc
export NUM_CORES = 4
export LEC_CHECK = 1
export CORE_UTILIZATION = 30
$ cat flow/constraint.sdc
current_design firv2

set clk_period 10.6
set clk_io_pct 0.2

create_clock -name clk0 -period $clk_period [get_ports {clock}]

set non_clock_inputs [all_inputs -no_clocks]
set_input_delay [expr $clk_period * $clk_io_pct] -clock clk0 $non_clock_inputs
set_output_delay [expr $clk_period * $clk_io_pct] -clock clk0 [all_outputs]
$ cat flow/design.v
module firv2(
           o_data,
           i_data,
           i_enable,
           clock
           );
   parameter NB_DATA   = 8;
   parameter NBF_DATA  = 7;
   parameter NB_COEFF  = 8;
   parameter NBF_COEFF = 7;
   parameter N_COEFFS  = 15;
   localparam NB_DOT       = NB_DATA + NB_COEFF;
   localparam NBF_DOT      = NBF_DATA + NBF_COEFF;
   localparam NB_ADD       = NB_DOT + 4;
   localparam NBF_ADD      = NBF_DOT;
   localparam NB_DATA_OUT  = NB_DATA;
   localparam NBF_DATA_OUT = NBF_DATA;
   localparam NBI_ADD      = NB_ADD-NBF_ADD;
   localparam NBI_DATA_OUT = NB_DATA_OUT-NBF_DATA_OUT;
   localparam NB_SAT       = NBI_ADD-NBI_DATA_OUT;
   output reg signed [NB_DATA_OUT - 1 : 0] o_data;
   input [NB_DATA                 - 1 : 0] i_data;
   input                                   i_enable;
   input                                   clock;
   reg signed  [NB_DATA - 1 : 0] data_r;
   reg signed [NB_COEFF  - 1 : 0] coeff[N_COEFFS - 1 : 0];
   wire signed [NB_DATA  - 1 : 0] datam[N_COEFFS - 1 : 0];
      wire signed [NB_DOT   - 1 : 0] dots[N_COEFFS - 1 : 0];
   (* srl_style = "srl_register" *)reg [NB_DATA*N_COEFFS - 1 : 0] shift_data;
   reg signed [NB_ADD           - 1 : 0] tmp_add_data;
   wire signed [NB_DATA_OUT-1:0] add_trunc;
   integer                        ptr;
   always@(posedge clock) begin
  coeff[0]  <= 8'd0;
  coeff[1]  <= 8'd0;
  coeff[2]  <= 8'd1;
  coeff[3]  <= 8'd4;
  coeff[4]  <= 8'd10;
  coeff[5]  <= 8'd16;
  coeff[6]  <= 8'd21;
  coeff[7]  <= 8'd24;
  coeff[8]  <= 8'd21;
  coeff[9]  <= 8'd16;
  coeff[10]  <= 8'd10;
  coeff[11]  <= 8'd4;
  coeff[12]  <= 8'd1;
  coeff[13]  <= 8'd0;
  coeff[14]  <= 8'd0;
end
   always@(posedge clock)
     data_r <= i_data;
   always@(posedge clock) begin
      if(i_enable)
        shift_data <= {{shift_data[(N_COEFFS-1)*NB_DATA - 1 -: (N_COEFFS-1)*NB_DATA]},data_r};
      else
        shift_data <= shift_data;
   end
   generate
      genvar                     ptr_dot;
      for(ptr_dot=0;ptr_dot<N_COEFFS;ptr_dot=ptr_dot+1) begin:dots_prod
         assign datam[ptr_dot] = shift_data[(ptr_dot+1)*NB_DATA - 1 -: NB_DATA];
            assign dots[ptr_dot]  = datam[ptr_dot]*coeff[ptr_dot];
      end
   endgenerate
   always@(*) begin
      tmp_add_data = $signed({NB_ADD{1'b0}});
      for(ptr=0;ptr<N_COEFFS;ptr=ptr+1) begin
         tmp_add_data = tmp_add_data + $signed({{NB_ADD-NB_DOT{dots[ptr][NB_DOT-1]}},dots[ptr]});
      end
   end
   assign add_trunc = (~|tmp_add_data[NB_ADD-1 -: NB_SAT+1] || &tmp_add_data[NB_ADD-1 -: NB_SAT+1]) ? 
                      tmp_add_data[NB_ADD-NB_SAT-1 -: NB_DATA_OUT] : (tmp_add_data[NB_ADD-1]) ? {{1'b1},{NB_DATA_OUT-1{1'b0}}}:{{1'b0},{NB_DATA_OUT-1{1'b1}}};
   always@(posedge clock) begin
      if(i_enable)      
        o_data <= add_trunc;
      else
        o_data <= o_data;
   end
endmodule  
==> flow_summary.html <==
<h3>Run summary</h3>
<table>
<tr><th>Metric</th><th>Value</th></tr>
<tr><th colspan="2">Finish</th></tr>
<tr><td>Final Instance Area</td><td>0.0108 mm^2</td></tr>
<tr><td>Commonest non-fill, non-tap cell in the layout</td><td>inv_1</td></tr>
<tr><td>Layout area overhead</td><td>13.6%</td></tr>
<tr><td>FILL cells</td><td>2,961</td></tr>
<tr><td>Final Non-Filler Cells</td><td>1,218</td></tr>
<tr><td>Layout cell share with drive strength beyond 1</td><td>4.74%</td></tr>
<tr><td>Most frequently placed logic cells in the final layout</td><td>inv_1, fa_1, edfxtp_1</td></tr>
<tr><th colspan="2">Routing</th></tr>
<tr><td>Antenna diode count</td><td>0</td></tr>
<tr><td>Router iterations before antenna repair</td><td>4</td></tr>
<tr><td>Average routed wire per standard cell</td><td>13.3 um</td></tr>
<tr><td>Number of DRC violations after detailed-routing iteration 0</td><td>197</td></tr>
<tr><td>Post-Route WL</td><td>16,300 um</td></tr>
<tr><td>Avg Vias per Cell</td><td>4.13</td></tr>
<tr><td>Final routed DRC violation total</td><td>0</td></tr>
<tr><td>Total number of vias</td><td>slightly above 5,000</td></tr>
<tr><td>Number of routed nets with antenna violations</td><td>0</td></tr>
<tr><th colspan="2">Critical path</th></tr>
<tr><td>FF-to-FF End</td><td>o_data[1]$_DFFE_PP_</td></tr>
<tr><td>Kind of end point of the critical path</td><td>register</td></tr>
<tr><td>Cells on worst reg2reg path</td><td>29</td></tr>
<tr><td>Startpoint-to-endpoint class of the critical path</td><td>reg -&gt; reg</td></tr>
<tr><td>CP Data Required Time</td><td>10,740 ps</td></tr>
<tr><td>Arrival time at the worst endpoint</td><td>8020 ps</td></tr>
<tr><td>Slowest cell on the critical path</td><td>o311ai_0</td></tr>
<tr><td>Crit start category</td><td>register</td></tr>
<tr><td>Crit Reg-Reg Startpoint</td><td>shift_data[33]$_DFFE_PP_</td></tr>
<tr><td>Delay of the slowest cell on the worst path</td><td>570 ps</td></tr>
<tr><td>CP Max Fanout</td><td>15</td></tr>
<tr><th colspan="2">STA</th></tr>
<tr><td>F_max</td><td>0.127 GHz</td></tr>
<tr><td>Transition time at the pin with the least slew margin</td><td>726 ps</td></tr>
<tr><td>Final count of negative-setup-slack endpoints</td><td>0</td></tr>
<tr><td>Final TNS setup</td><td>0 ps</td></tr>
<tr><td>Clock Skew</td><td>between 10 and 15 ps</td></tr>
<tr><td>Final number of hold-violating endpoints</td><td>0</td></tr>
<tr><td>Unrepaired setup endpoints after global routing</td><td>false</td></tr>
<tr><td>Fin. max-slew vios</td><td>0</td></tr>
<tr><td>Worst-case headroom to the max-slew limit</td><td>51.6%</td></tr>
<tr><td>Period utilization</td><td>between 70% and 80%</td></tr>
<tr><td>Crit path time final</td><td>7880 ps</td></tr>
<tr><td>Worst Hold Margin</td><td>401 ps</td></tr>
<tr><th colspan="2">Placement</th></tr>
<tr><td>IO buf count</td><td>17</td></tr>
<tr><td>Post-placement cell area</td><td>0.0102 mm^2</td></tr>
<tr><td>Detailed placement HPWL</td><td>between 10,000 and 15,000 um</td></tr>
<tr><td>Placer congestion estimate</td><td>around 0.84</td></tr>
<tr><td>Number of cells after detailed placement</td><td>1,186</td></tr>
<tr><th colspan="2">Min path</th></tr>
<tr><td>Hold depth</td><td>0</td></tr>
<tr><td>Endpoint, Worst Hold</td><td>shift_data[6]$_DFFE_PP_</td></tr>
<tr><td>Class of the tightest hold or removal check</td><td>reg -&gt; reg</td></tr>
<tr><td>Critical hold path startpoint</td><td>data_r[6]$_DFF_P_</td></tr>
<tr><th colspan="2">Die</th></tr>
<tr><td>Number of top-level pins</td><td>18</td></tr>
<tr><td>Site row count</td><td>64</td></tr>
<tr><td>Die outline width</td><td>between 150 and 200 um</td></tr>
<tr><td>Total die size</td><td>0.0324 mm^2</td></tr>
<tr><td>Height of the chip</td><td>around 180 um</td></tr>
<tr><td>Core ar.</td><td>about 0.031 mm^2</td></tr>
<tr><td>Core utilization at floorplan</td><td>30.8%</td></tr>
<tr><th colspan="2">CTS</th></tr>
<tr><td>Deepest level of the CTS H-tree</td><td>4</td></tr>
<tr><td>Clk sink count</td><td>about 120</td></tr>
<tr><td>Buffer depth of the longest clock path</td><td>2</td></tr>
<tr><td>Total clock buffers created by CTS</td><td>17</td></tr>
<tr><td>Clock tree from TritonCTS</td><td>built</td></tr>
<tr><td>Clock latency reported for the late side of the worst-skew pair</td><td>between 400 and 500 ps</td></tr>
<tr><td>Post-CTS setup buffers</td><td>0</td></tr>
<tr><td>PostCTS Resize Cnt</td><td>0</td></tr>
<tr><td>Clock-pin slew reported for the worst setup and hold paths after clock tree synthesis</td><td>around 60 ps</td></tr>
<tr><td>Post-CTS Hold Fix Bufs</td><td>0</td></tr>
<tr><td>Clock root buffer</td><td>clkbuf_16</td></tr>
<tr><th colspan="2">Global route</th></tr>
<tr><td>Sum of overflow across all layers after global routing</td><td>0</td></tr>
<tr><td>Wire length of the first global-routing pass</td><td>27,700 um</td></tr>
<tr><td>Via count of the first global-routing pass</td><td>5,609</td></tr>
<tr><td>Number of antenna violations at the first check in global routing</td><td>0</td></tr>
<tr><td>Maximum number of pins on one net before global-route repair</td><td>57</td></tr>
<tr><td>Global router's overall resource usage</td><td>11.4%</td></tr>
<tr><th colspan="2">Job</th></tr>
<tr><td>Max-cap violations</td><td>0</td></tr>
<tr><td>OpenROAD warnings</td><td>27</td></tr>
<tr><th colspan="2">Synth</th></tr>
<tr><td>Synth Warn #</td><td>2</td></tr>
<tr><td>Number of cells in the yosys synthesis report</td><td>774</td></tr>
<tr><td>Mapped cell area</td><td>0.00951 mm^2</td></tr>
<tr><td>Part of the Yosys area used for sequential elements</td><td>37.0%</td></tr>
<tr><td>Synthesized instance count</td><td>774</td></tr>
<tr><td>Synth cell types</td><td>39</td></tr>
<tr><td>Summed standard-cell area reported by yosys</td><td>0.00951 mm^2</td></tr>
<tr><td>#FFs+latches synth</td><td>120</td></tr>
<tr><td>Synth Area per Inst</td><td>between 10 and 15 um^2</td></tr>
<tr><th colspan="2">Status</th></tr>
<tr><td>Run status</td><td>finished, final reports clean</td></tr>
</table>
metal layers:
metal	up-vias	track usage, %	part of all wire [%]
met5	-	0	0
met4	0	1.09	1.1
met3	11	6.09	11
met2	127	16.9	43
met1	2421	16.1	45
li1	2476	-	-
through the flow:
stage	worst slack, ps	utilization, %
after floorplan	3170	-
after CTS	2740	35.0
after global placement	2860	32.9
after global routing	2220	35.0
final	2720	35.0
after detailed placement	2750	32.9
critical path, delay by kind of cell, from the launching register on:
| family | cells | cell delay, ps |
|---|---|---|
| compound gates | 10 | 2220 |
| xor+xnor | 1 | 180 |
| fa+ha+maj | 10 | 4290 |
| buf+inv | 7 | 370 |
| flops | 1 | 410 |
| simple gates | 1 | 120 |
synth_stat cells (all sizes together):
| cell type | n | area (um^2) |
|---|---|---|
| a21o | 14 | 105 |
| xnor2 | 23 | 201 |
| a21oi | 32 | 160 |
| nand2b | 3 | 18.8 |
| a31oi | 2 | 18.8 |
| buf | 2 | 16.3 |
| o311ai | 1 | 8.76 |
| nor2b | 3 | 18.8 |
| nor2 | 4 | 15.0 |
| or2 | 1 | 6.26 |
| nand2 | 5 | 18.8 |
| dfxtp | 8 | 160 |
| a2111oi | 1 | 27.5 |
| o22ai | 1 | 6.26 |
| nand4 | 4 | 31.3 |
| edfxtp | 112 | 3360 |
| a211oi | 1 | 20.0 |
| clkbuf | 1 | 3.75 |
| xor2 | 12 | 105 |
| o21ai | 15 | 75.1 |
| fa | 131 | 2620 |
| o31a | 1 | 8.76 |
| and2 | 3 | 18.8 |
| o31ai | 1 | 21.3 |
| o2111ai | 1 | 8.76 |
| mux2 | 1 | 11.3 |
| inv | 268 | 1010 |
| o21a | 3 | 22.5 |
| ha | 104 | 1300 |
| a2111o | 1 | 11.3 |
| nor3 | 4 | 20.0 |
| or3 | 3 | 23.8 |
| o21bai | 6 | 45.0 |
| nor4 | 2 | 12.5 |
state kept, by name, summed over array words and instances, names as in the netlist:
register / flops
data_r: 8
o_data: 8
shift_data: 104
area by class of cell:
cell class | instances | area (um^2) | area share (%)
Multi-Input combinational cell | 383 | 4960 | 45.9
Timing Repair Buffer | 19 | 183 | 1.69
Clock inverter | 14 | 204 | 1.89
Tap cell | 396 | 495 | 4.59
Clock buffer | 18 | 429 | 3.97
Sequential cell | 120 | 3520 | 32.6
Inverter | 268 | 1010 | 9.31
kinds of logic (layout without fill, tap and decap cells):
kind of cell | count (synthesis) | count (layout) | synth area share (%)
buf+inv | 271 | 319 | 10.8
fa+ha+maj | 235 | 235 | 41.2
flops | 120 | 120 | 37.0
compound gates | 80 | 80 | 5.67
xor+xnor | 35 | 35 | 3.22
simple gates | 32 | 32 | 1.93
mux | 1 | 1 | 0.118
worst max path at each step:
stage | from | endpoint | slack [ps] | cells after the start
after CTS | shift_data[33]$_DFFE_PP_ | o_data[3]$_DFFE_PP_ | 2740 | 29
after global routing | shift_data[35]$_DFFE_PP_ | o_data[4]$_DFFE_PP_ | 2220 | 29
final | shift_data[33]$_DFFE_PP_ | o_data[1]$_DFFE_PP_ | 2720 | 29
