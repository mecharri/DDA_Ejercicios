==> design/flow/design.v <==
module counter 
	#(
		parameter NB_SW = 3,
		parameter NB_COUNT = 32
	)
	(
		output				o_valid,
		input [NB_SW-1:0]	i_sw,
		input				i_reset,
		input				clock
	);
	localparam R0 = (2**(NB_COUNT-10))-1;
	localparam R1 = (2**(NB_COUNT-9)) -1;
	localparam R2 = (2**(NB_COUNT-8)) -1;
	localparam R3 = (2**(NB_COUNT-7)) -1;
	wire [NB_COUNT-1 : 0]	limit_ref;
	reg [NB_COUNT:0]  		counter;
	reg 					valid;
	assign limit_ref = (i_sw[2:1] == 2'b00)? R0 :
		(i_sw[2:1] == 2'b01)? R1 :
		(i_sw[2:1] == 2'b10)? R2 : R3;
	always @(posedge clock) begin
		if(i_reset) begin
			counter <= {NB_COUNT {1'b0}}; 
			valid <= 1'b0;
		end
		else if(i_sw[0]) begin
			if(counter >= limit_ref) begin
				counter <= {NB_COUNT {1'b0}}; 
				valid <= 1'b1;
			end
			else begin
				counter <= counter + {{NB_COUNT-1 {1'b0}}, 1'b1};
				valid <= 1'b0;
			end
		end
		else begin
			counter <= counter;
			valid <= 1'b0; 
		end
	end
	assign o_valid = valid;
endmodule
module shiftreg
	#(
		parameter NB_LEDS = 4
	)
	(
	output	[NB_LEDS-1:0] 	o_led,
	input					i_valid,
	input					i_reset,
	input 					clock
);
	reg [NB_LEDS -1 :0]	shitfregister;
	always @(posedge clock) begin
		if(i_reset) begin
			shitfregister <= {{(NB_LEDS-2){1'b0}},1'b1};
		end
		else if(i_valid) begin
			shitfregister <= {shitfregister[NB_LEDS-2:0],shitfregister[NB_LEDS-1]};
		end
		else begin
			shitfregister <= shitfregister;
		end
	end
	assign o_led = shitfregister;
endmodule
module top_shift_led
	#(
		parameter NB_LEDS = 4,
		parameter NB_SW = 3,
		parameter NB_COUNT = 32
	)
	(
		output 	[NB_LEDS-1:0] 	o_led,
		output 	[NB_LEDS-1:0] 	o_led_b,
		output 	[NB_LEDS-1:0] 	o_led_g,
		input 	[NB_SW:0] 	i_sw,
		input 					i_reset,
		input 					clock
);
	wire 				connect_count_to_sr;
	wire [NB_LEDS-1:0]	w_leds;
	counter
			#(
				.NB_SW		(NB_SW),
				.NB_COUNT	(NB_COUNT)
			)
	u_counter
		   	(
			 	.o_valid	(connect_count_to_sr),
				.i_sw		(i_sw[NB_SW-2:0]),
			   	.i_reset	(i_reset),
			   	.clock 		(clock)
		   	);
	shiftreg
			#(
				.NB_LEDS	(NB_LEDS)
			)
		   	u_shiftreg
			(
				.o_led	(w_leds),
			   .i_valid	(connect_count_to_sr),
			   .i_reset	(i_reset),
			   .clock(clock)
			);
	assign o_led 	= w_leds;
	assign o_led_b 	= (i_sw[NB_SW-1] == 1'b0) ? w_leds : {NB_LEDS{1'b0}};
	assign o_led_g	= (i_sw[NB_SW-1] == 1'b1) ? w_leds : {NB_LEDS{1'b0}};
endmodule
==> design/flow/run.sh <==
#!/bin/bash
# OpenROAD 26Q1-2900-gdf79404cd8, Yosys 0.63+post, stock flow scripts
make -C /OpenROAD-flow-scripts/flow DESIGN_CONFIG=/design/flow/config.mk WORK_HOME=/design/flow/orfs finish
==> design/flow/config.mk <==
export PLATFORM = sky130hd
export DESIGN_NAME = top_shift_led
export DESIGN_NICKNAME = top_shift_led
export VERILOG_FILES = /design/flow/design.v
export SDC_FILE = /design/flow/constraint.sdc
export NUM_CORES = 4
export LEC_CHECK = 1
export CORE_UTILIZATION = 30
==> design/flow/constraint.sdc <==
current_design top_shift_led

set clk_period 3.3
set clk_io_pct 0.2

create_clock -name clk0 -period $clk_period [get_ports {clock}]

set non_clock_inputs [all_inputs -no_clocks]
set_input_delay [expr $clk_period * $clk_io_pct] -clock clk0 $non_clock_inputs
set_output_delay [expr $clk_period * $clk_io_pct] -clock clk0 [all_outputs]
==> flow_metrics.tcl <==
# collected from the flow reports
set metrics [dict create \
    io_pins 18 \
    common_cells "dfxtp_1, nor2_1, xor2_1" \
    grt_pass1_wl_um 5782 \
    power_frac_seq_pct 58.9 \
    cts_made_buffers 5 \
    areaGrowthSynthToFinish_pct 17.84 \
    synth-seq-area-share_pct 41.56 \
    worst_slack_ns 0.8048 \
    status "finished clean" \
    power.leakage_nw 0.7453 \
    syn-cell-area_sq_mm 0.001831 \
    die_w_um 80.12 \
    end_kind "output port" \
    fin_hold_ws_ns 0.5191 \
    p_comb_share_pct 3.8 \
    max_slew_margin_pct 65.05 \
    cts_max_level 2 \
    ant_nets 0 \
    synth_warnings 3 \
    crit_fanout 8 \
    post_drt_wl_per_cell_um 10.74 \
    yosys.area_share.simple_pct 31.78 \
    clk_latency_ns 0.29 \
    rows 28 \
    yosysTopAreaCell "dfxtp_1" \
    dieArea_sq_mm 0.006418 \
    finClkSkew_ns 0.005332 \
    switching_share_pct 21.13 \
    setup_viol 0 \
    slew_violations 0 \
    dpl.hpwl_um 2284 \
    hold_buffers 0 \
    fin_tns_setup_ns 0 \
    grt_setup_unrepaired "false" \
    grt_antenna_before_repair 0 \
    fmax_ghz 0.4008 \
    drc 0 \
    clk_pin_slew_ns 0.07 \
    p_switching_uw 166.5 \
    fillers 599 \
    required_ns 2.64 \
    grt_overflow 0 \
    cap_violations 0 \
    power_uw 788.1 \
    finalWirelength_um 3285 \
    grt_max_degree 27 \
    async_reset_ff_share_pct 0 \
    avgSynthCellArea_sq_um 8.675 \
    drtIter0Drc 43 \
    ys_sh_aoi_pct 3.349 \
    routed_via_density 4.650 \
    vias 1423 \
    yosysCellCount 211 \
    path_class "in2out" \
    holdPathStages 2 \
    yosysUniqueCellTypes 31 \
    worst_pin_slew_ns 0.5214 \
    edf_count 0 \
    post_cts_resized 0 \
    mux_area_share_pct 2.734 \
    cts_tree "done" \
    ys_ff 38 \
    synthAdderAreaFrac_pct 1.367 \
    fin_crit_sh_pct 75.61 \
    grt_pass1_vias 1259 \
    critPathLaunchType "input port" \
    grt_use_total_pct 11.67 \
    portBuffers 16 \
    clkPwrFrac_pct 37.3 \
    root_buffer "clkbuf_8" \
    core_sq_mm 0.005886 \
    drive_gt1_share_pct 8.658 \
    synth-main-ff-cell "dfxtp_1" \
    synth_top_area_share_pct 41.56 \
    fp_util_pct 31.10 \
    cts.path.max_buffers 2 \
    top_logic_kind "simple AND/OR/NAND/NOR gates" \
    place_ws_ns 0.6913 \
    dieHeight_um 80.12 \
    pwr_density_cell_mw_per_mm2 365.3 \
    peakVddDrop_mv 0.1834 \
    netlist_instances 211 \
    yosys-stat-area_sq_mm 0.001831 \
    worstPathArrival_ns 1.84 \
    log.warning_count 26 \
    hold_class "reg2reg" \
    period_minus_slack_ns 2.495 \
    xor_share_pct 14.83 \
    routabilityCongestion 0.8498 \
    r2r_cells 6 \
    hold_viol_final 0 \
    diodes 0 \
    cts_setup_buffers 0 \
    internal_power_uw 621.5 \
    clkSinkCount 38 \
    dr.pass1.iters 4 \
    top_cells_by_area "dfxtp_1, xor2_1, nor2_1" \
]
==> worst max-delay path: stages <==
cell	delay (ns)
clkdlybuf4s50_1	0.57
and2_1	0.16
clkdlybuf4s50_1	0.45
==> routing by layer <==
| metal | up-vias | part of all wire, % | GRT usage, % |
|---|---|---|---|
| met1 | 624 | 50 | 17.77 |
| met5 | - | 0 | 0 |
| li1 | 759 | - | - |
| met4 | 0 | 1.5 | 1.607 |
| met3 | 5 | 6.0 | 3.576 |
| met2 | 35 | 42 | 16.84 |
==> final cells by class <==
| cell class | instances | area [sq um] | area share [%] |
|---|---|---|---|
| multi-input combinational | 158 | 989.7 | 45.88 |
| sequential | 38 | 760.7 | 35.27 |
| timing repair buffer | 21 | 210.2 | 9.745 |
| tap | 75 | 93.84 | 4.350 |
| clock buffer | 7 | 76.32 | 3.538 |
| inverter | 7 | 26.28 | 1.218 |
==> power groups by stage <==
stage / clock network (mW) / registers (mW) / logic (mW)
CTS: 0.311 / 0.464 / 0.0310
finish: 0.294 / 0.464 / 0.0301
global route: 0.340 / 0.464 / 0.0339
==> through the flow <==
| stage | instances | instance area, sq um | utilization, % |
|---|---|---|---|
| after global routing | 306 | 2157 | 36.65 |
| after global placement | 299 | 2081 | 35.35 |
| after detailed placement | 299 | 2081 | 35.35 |
| after CTS | 306 | 2157 | 36.65 |
| final | 306 | 2157 | 36.65 |
| after floorplan | 211 | 1831 | - |
==> path summary, 6_finish.rpt <==
check / startpoint / to / slack (ns)
setup reg to reg: u_counter.counter[13] / u_counter.counter[2] / 1.25
setup / recovery: i_sw[2] / o_led_g[3] / 0.80
hold / removal: u_counter.counter[18] / u_counter.counter[18] / 0.52
hold reg to reg: u_counter.counter[18] / u_counter.counter[18] / 0.52
==> sequential cells by signal (all words and copies together) (netlist names) <==
register / count
u_counter.valid: 1
u_shiftreg.shitfregister: 4
u_counter.counter: 33
==> cell usage in the layout, fill, tap and decap left out, types with 7 or more instances in the layout <==
cell             Yosys  final
nor2_1              38     38
dfxtp_1             38     38
xor2_1              20     20
nand4_1             16     16
clkdlybuf4s50_1      0     16
nand2_1             12     12
xnor2_1             11     11
nand3_1             10     10
inv_1                7      7
nor3_1               7      7
==> cell families (layout without fill, tap and decap cells) <==
logic type      Yosys count  count (layout)
compound gates            6               6
fa+ha+maj                 2               2
mux                       5               5
buf+inv                  15              35
xor+xnor                 31              31
flops                    38              38
simple gates            114             114
Power figures rest on the tool's default switching activity, not on a simulated workload.
