<file path="flow/config.mk">
export PLATFORM = sky130hd
export DESIGN_NAME = top_ej_4
export DESIGN_NICKNAME = top_ej_4
export VERILOG_FILES = /design/flow/design.v
export SDC_FILE = /design/flow/constraint.sdc
export NUM_CORES = 4
export LEC_CHECK = 1
export CORE_UTILIZATION = 50
</file>
<file path="flow/constraint.sdc">
current_design top_ej_4

set clk_period 6.6
set clk_io_pct 0.2

create_clock -name clk0 -period $clk_period [get_ports {clock}]

set non_clock_inputs [all_inputs -no_clocks]
set_input_delay [expr $clk_period * $clk_io_pct] -clock clk0 $non_clock_inputs
set_output_delay [expr $clk_period * $clk_io_pct] -clock clk0 [all_outputs]
</file>
<file path="flow/design.v">
module top_ej_4
#(
    parameter NB_DATA  =   16
)
(
    output  [NB_DATA-1 : 0]      o_y,
    input   [NB_DATA-1 : 0]      i_x,
    input                        i_rst_n,
    input                        clock
);
reg     [NB_DATA-1 : 0]      r_xm1;              
reg     [NB_DATA-1 : 0]      r_xm2;              
reg     [NB_DATA-1 : 0]      r_xm3;              
reg     [NB_DATA-1 : 0]      r_y;                
reg     [NB_DATA-1 : 0]      r_ym1;              
reg     [NB_DATA-1 : 0]      r_ym1_shifted;      
reg     [NB_DATA-1 : 0]      r_ym2;              
reg     [NB_DATA-1 : 0]      r_ym2_shifted;      
always  @(posedge clock or negedge i_rst_n )
begin
    if(!i_rst_n) begin
        r_xm1   =  0;   
        r_xm2   =  0;
        r_xm3   =  0;
        r_y     =  0;
        r_ym1   =  0;
        r_ym2   =  0;
    end
    else begin
        r_ym1_shifted = r_ym1 >>> 1;
        r_ym2_shifted = r_ym2 >>> 2;
        r_y     =  i_x + r_ym1_shifted + r_ym2_shifted- r_xm1 + r_xm2 + r_xm3 ;
        r_xm3   <=  r_xm2;
        r_xm2   <=  r_xm1;
        r_xm1   <=  i_x;
        r_ym2   <=  r_ym1;
        r_ym1   <=  r_y;
    end
end 
assign o_y = r_y;
endmodule
</file>
<file path="flow/run.sh">
#!/bin/bash
# OpenROAD 26Q1-2900-gdf79404cd8, Yosys 0.63+post, stock flow scripts
make -C /OpenROAD-flow-scripts/flow DESIGN_CONFIG=/design/flow/config.mk WORK_HOME=/design/flow/orfs finish
</file>
==> flow_metrics.py <==
# Metrics from the implementation run
metrics = {
    "status": {
        "outcome": "completed",
    },
    "timing": {
        "setup_viol": 0,
        "slew_viol_final": 0,
        "skew_ns": 0.0102,
        "setup_ws_ns": 1.95,
        "rsz0062_at_grt": "no",
        "fmax_mhz": 215,
        "tightestPinTransition_ns": 0.552,
        "max_slew_margin": 0.622,
        "period_used_share": 0.705,
        "hold_viol_final": 0,
        "post-route-min-period_ns": 4.65,
        "setup-tns-final_ns": 0,
    },
    "detailed_routing": {
        "ant_nets": 0,
        "drt-wirelength-per-cell_um": 11.6,
        "drt_wl_total_um": 5630,
        "drc": 0,
        "vias": 2183,
        "drt-initial-drc-count": 61,
        "via_per_inst": 4.51,
        "drt_first_pass_iters": 3,
        "diodes": 0,
    },
    "die": {
        "fp.dieW_um": 93.8,
        "die_y_um": 93.8,
        "pin_count": 34,
        "initCoreUtil": 0.515,
        "chipArea_um2": 8800,
        "coreArea_um2": 8180,
        "fp-row-count": 33,
    },
    "yosys": {
        "syn_avg_cell_area_um2": 12.8,
        "synth_cell_types": 37,
        "top_area_frac": 0.463,
        "yosysChipArea_um2": 4210,
        "largest_area_cell": "dfrtp_1",
        "syn_area_um2": 4210,
        "ys_warn_count": 1,
        "syn_inst": 330,
        "area_leaders": "dfrtp_1 46%, fa_1 28%, inv_1 9.5%",
        "yosys_cells": 330,
        "ys_ff": 78,
        "ys_seq_share": 0.463,
    },
    "clock_tree": {
        "clock-root-buffer": "clkbuf_8",
        "clock_latency_ns": 0.35,
        "numCtsBuffers": 9,
        "cts_hold_buffers": 0,
        "clock_path_buffers": 2,
        "cts.sinks": 78,
        "cts_resized": 0,
        "cts_tree": "done",
        "clk_pin_slew_ns": 0.08,
        "h-tree-depth": 3,
        "post_cts_buffers": 0,
    },
    "worst_setup_path": {
        "r2r_slack_ns": 2.84,
        "cp_max_fo": 3,
        "rr_worst_depth": 13,
        "cp-end-kind": "flop",
        "cp-start-kind": "input port",
        "crit_required_ns": 6.84,
        "worstPathArrival_ns": 4.89,
        "criticalPathCategory": "input port to flop",
    },
    "placed_design": {
        "pre_cts_ws_ns": 1.60,
        "place_area_um2": 4680,
        "port_buffers": 33,
        "hpwl_um": 4340,
        "dp_cells": 468,
        "place_congestion": 0.817,
    },
    "grt": {
        "grt_remaining_overflow": 0,
        "grt_use_total": 0.163,
        "antenna_found_initial": 0,
        "grt_pass1_wl_um": 10500,
        "grt_max_degree": 43,
        "grt_pass1_vias": 2375,
    },
    "flow_run": {
        "warnings": 25,
        "drv_cap": 0,
    },
    "final_layout": {
        "drive_gt1_frac": 0.0660,
        "area_delta_synth_final_pct": 15.5,
        "stdcell_count": 484,
        "layout_top_cells": "107 x inv_1, 78 x dfrtp_1, 58 x fa_1, 32 x clkdlybuf4s50_1, 15 x ha_1",
        "fin_area_um2": 4870,
        "layout_top_cell": "inv_1",
    },
    "hold_path": {
        "hold_path.class": "flop to flop",
        "whs_path_depth": 0,
    },
}
==> metal layers <==
layer	track usage	vias up	routed length, µm
li1	-	1058	-
met3	0.0387	5	260
met5	0	-	0
met4	0.0179	0	74
met1	0.291	1084	2750
met2	0.232	36	2540
==> layout make-up <==
type / instances / area (µm²)
clock buffer: 11 / 131
fill: 674 / 3310
sequential: 78 / 1950
inverter: 107 / 402
multi-input combinational: 144 / 1860
tap: 105 / 131
clock inverter: 5 / 60.1
timing repair buffer: 34 / 335
==> critical path: stages <==
cell,delay (ns)
clkdlybuf4s50_1,0.45
fa_1,0.52
fa_1,0.56
inv_1,0.06
fa_1,0.53
inv_1,0.05
ha_1,0.20
inv_1,0.07
fa_1,0.19
nor2b_1,0.06
o31a_1,0.26
o2111ai_1,0.25
nand2_2,0.11
o311ai_2,0.26
==> cells in the mapped netlist <==
library cell	n
nor2b_1	3
o21a_1	2
nor3_1	3
a2111oi_0	1
a31oi_1	1
nand4b_1	1
o21bai_1	1
o2bb2ai_1	1
nor4_1	2
a21boi_0	1
clkbuf_1	1
fa_1	58
a21oi_2	1
a21oi_1	8
a21o_2	1
xor2_1	4
nor2_1	4
a21o_1	4
nand3_1	1
nand2_2	1
o31a_1	1
dfrtp_1	78
nand4_1	2
a311oi_2	1
nand2b_1	1
o21ai_0	2
or2_2	1
and3_2	2
xnor2_1	12
ha_1	15
o2111ai_1	1
and3_1	2
inv_1	107
o311ai_2	1
a2111oi_2	1
nand2_1	3
and2_1	1
==> sequential cells by signal, summed over array words and instances (netlist names) <==
register	cells
r_xm2	16
r_xm1	16
r_ym1	16
r_ym2	14
r_xm3	16
==> logic make-up (layout without fill, tap and decap cells) <==
| family | after synthesis | count (layout) | synth area share |
|---|---|---|---|
| compound gates | 28 | 28 | 0.0511 |
| buf+inv | 108 | 157 | 0.0962 |
| fa+ha+maj | 73 | 73 | 0.320 |
| xor+xnor | 16 | 16 | 0.0333 |
| flops | 78 | 78 | 0.463 |
| simple gates | 27 | 27 | 0.0359 |
==> per-stage QoR <==
stage	util	hold slack [ns]
2_1_floorplan	-	0.354
3_3_place_gp	0.572	0.358
3_5_place_dp	0.572	0.359
4_1_cts	0.595	0.377
5_1_grt	0.595	0.387
6_report	0.595	0.376
==> final timing paths <==
kind | endpoint | startpoint
worst min register to register | r_xm2[13]$_DFF_PN0_ | r_xm1[13]$_DFF_PN0_
worst max-delay path | r_ym1[14]$_DFF_PN0_ | i_x[2]
worst max register to register | r_ym1[14]$_DFF_PN0_ | r_ym1[11]$_DFF_PN0_
max in group asynchronous | r_ym1[15]$_DFF_PN0_ | i_rst_n
min in group asynchronous | r_xm3[5]$_DFF_PN0_ | i_rst_n
worst min-delay path | r_xm2[13]$_DFF_PN0_ | r_xm1[13]$_DFF_PN0_
